<file path="flow/config.mk">
export PLATFORM = sky130hd
export DESIGN_NAME = testes
export DESIGN_NICKNAME = testes
export VERILOG_FILES = /design/flow/design.v
export SDC_FILE = /design/flow/constraint.sdc
export NUM_CORES = 4
export LEC_CHECK = 1
export CORE_AREA = 10 10 70 70
export DIE_AREA = 0 0 80 80
</file>
<file path="flow/constraint.sdc">
current_design testes

set clk_period 1.0
set clk_io_pct 0.2

create_clock -name clk0 -period $clk_period [get_ports {clk}]

set non_clock_inputs [all_inputs -no_clocks]
set_input_delay [expr $clk_period * $clk_io_pct] -clock clk0 $non_clock_inputs
set_output_delay [expr $clk_period * $clk_io_pct] -clock clk0 [all_outputs]
</file>
<file path="flow/design.v">
module dividir_clk5(clk, clk_5);
  input clk;  
  output clk_5;  
  wire fioff0, fioff1, fioff2; 
  wire fioreset, nfioff1, nfioff0, nfioff2;  
  flipflop_t ff0(
    .clk(clk),
    .q(fioff0),
    .reset(fioreset)
  ); 
  flipflop_t ff1(
    .clk(fioff0),
    .q(fioff1),
    .reset(fioreset)
  ); 
  flipflop_t ff2(
    .clk(fioff1),
    .q(fioff2),
    .reset(fioreset)
  ); 
  not notff1(nfioff0, fioff0);
  not notff2(nfioff1, fioff1);
  not notff3(nfioff2, fioff2);
  and andrst(fioreset, fioff0, nfioff1, fioff2);  
  wire not0, not1; 
  not not_0 ( not0, fioreset);
  not not_1 (clk_5, not0);
endmodule
module flipflop_t(
    input clk,        
    input reset,      
    input preset,      
    output reg q      
);
  always @(negedge clk or posedge reset or posedge preset) begin
    if (reset) begin
      q <= 0;         
    end else if (preset) begin 
      q <=1;
    end else begin
      q <= !q;        
    end
  end
endmodule
module testes(input clk, output clk5, clk10, clk10_2);
	wire fioclk5, fioclk10;
	dividir_clk5 div1(
		.clk(clk),
		.clk_5(fioclk5)
	);
	dividir_clk5 div2(
		.clk(fioclk5),
		.clk_5(fioclk10)
	);
	flipflop_t ff (
		.clk(fioclk10),
		.reset(0),
		.preset(0),
		.q(clk10_2)
	);
	wire neg5, neg10;
	not not1(neg5, fioclk5);
	not not2 (clk5, neg5);
	not not3 (neg10, fioclk10);
	not not4 (clk10, neg10);
endmodule
</file>
<file path="flow/run.sh">
#!/bin/bash
# OpenROAD 26Q1-2900-gdf79404cd8, Yosys 0.63+post, stock flow scripts
make -C /OpenROAD-flow-scripts/flow DESIGN_CONFIG=/design/flow/config.mk WORK_HOME=/design/flow/orfs finish
</file>
==> GITHUB_STEP_SUMMARY <==
### Flow metrics

| Metric | Value |
|---|---|
| Clk slew on worst S/H paths | `0 ns` |
| Post-synth regs | `7` |
| Tot GR Track Use | `1.14%` |
| Failing checks | `setup timing` |
| Die Ht | `80 um` |
| Late-Pin Clk Latency | `0 ns` |
| Hold_ws | `0.277 ns` |
| Ys cells | `18` |
| Most frequent logic cell in the layout | `inv_1` |
| Endpoints failing hold | `0` |
| CP Max Fanout | `2` |
| Final setup TNS | `-0.365 ns` |
| Buffers on Ports | `3` |
| Cell Pwr Density | `119 mW/mm^2` |
| Post-synth cell types | `5` |
| Clk_skew | `0 ns` |
| Cell area after layout | `349 um^2` |
| Worst VDD drop | `148 uV` |
| Final setup fails | `1` |
| Critical Path RT | `0.80 ns` |
| Total net switching power | `0 mW` |
| Worst-Margin Slew | `0.169 ns` |
| Number of fill cells | `400` |
| R2R Setup Slk | `0.22 ns` |
| Top-level port count | `4` |
| Rows | `21` |
| Sequential Power Share | `100.0%` |
| Critical Path End Type | `primary output` |
| Slew Limit Fails | `0` |
| Endpoints left unconstrained | `8` |
| Critical path type | `flop to primary output` |
| Worst setup SP type | `flop` |
| Outcome | `finished, violations left` |
| Dpl hpwl | `294 um` |
| Routed via count | `137` |
| Area Growth Syn to Fin | `52.5%` |
| Sw frac | `0%` |
| Seq share, synth | `74.3%` |
| Die ar. | `0.00640 mm^2` |
| Slowest-stage cell, CP | `dfrtn_1` |
| Headroom to the max-slew limit | `88.7%` |
| Post-place setup slack | `-0.768 ns` |
| MaxCap Viol Count | `0` |
| Syn Area/Cell | `12.7 um^2` |
| Worst setup margin | `-0.365 ns` |
| First-pass GRT wire length | `621 um` |
| Clock share of power | `0%` |
| Tool warnings | `31` |
| Internal | `0.0414 mW` |
| Yosys chip area | `229 um^2` |
| Die W | `80 um` |
| DRC errors left | `0` |
| Number of global-route vias before repair | `137` |
| Final std cells w/o fill | `72` |
| Antenna Cells | `0` |
| Total global routing overflow | `0` |
| Top cells excl fill/tap | `inv_1 (7), dfrtn_1 (6), buf_4 (5)` |
| DRT antenna net count | `0` |
| Final weighted congestion in routability-driven placement | `0.620` |
| Initial antenna violation count | `0` |
| Largest net degree at the start of global routing | `5` |
| Area leader share | `65.6%` |
| Wire per inst | `4.79 um` |
| Synthesized area | `229 um^2` |
| RSZ-0062 raised after global routing | `true` |
| Synth area leader | `dfrtn_1` |
| Initial Util | `6.70%` |
| Max stage delay on crit path | `0.39 ns` |
| Comb power frac | `0%` |
| Total Power | `0.0414 mW` |
| Layout cells sized above 1 | `23.1%` |
| WL final | `345 um` |
| P_leak | `0.144 nW` |
| DRT Pass-1 Iters | `1` |
| Hold buffers post-CTS | `0` |
| Critical Path, Cell by Cell | `and3b_1 > buf_2` |
| Final core occ | `10.2%` |
| Register pins left without a clock | `6` |
| Placed Area | `332 um^2` |
| Type of the worst min-delay path | `flop to asynchronous set/reset pin` |
| Placed insts | `69` |
| Synthesized instance count | `18` |
| Top area cell types | `dfrtn_1 (66%), inv_1 (11%), dfxtp_1 (8.7%), and3b_1 (7.7%), nand3b_1 (6.6%)` |
| Yosys warns | `20` |
| Drt via density | `1.90` |
| Core area | `0.00342 mm^2` |
| 1st-iter DRT viols | `0` |
| Worst EP arrival | `1.17 ns` |
-- cell usage after synthesis, drive strengths merged --
cell,instances
nand3b,2
dfxtp,1
inv,7
dfrtn,6
and3b,2
-- path summary, 6_finish.rpt --
kind | from | to | cells after the start
max reg2reg | div1.ff0.q | div1.ff0.q | 3
max in group asynchronous | div1.ff0.q | div1.ff0.q | 3
min reg2reg | div1.ff0.q | div1.ff0.q | 3
min | div1.ff0.q | div1.ff0.q | 3
max | div1.ff0.q | clk5 | 2
min in group clk0 | div1.ff0.q | div1.ff0.q | 3
-- state kept, by name, summed over array words and instances (netlist names) --
signal / flops
div1.ff0.q: 1
div1.ff1.q: 1
div1.ff2.q: 1
div2.ff0.q: 1
div2.ff1.q: 1
div2.ff2.q: 1
ff.q: 1
-- timing repair --
item / CTS / global route
endpoints found under the setup margin: 1 / 1
resized: 3 / 0
setup buffers: 2 / 1
-- power by group through the flow --
stage	registers, mW	logic [mW]	clock network (mW)
4_1_cts	0.0414	0.0000000492	0
5_1_grt	0.0414	0.0000000546	0
6_report	0.0414	0.0000000546	0
-- routing by layer --
| metal | track usage (%) | wire (um) |
|---|---|---|
| met5 | 0 | 0 |
| met4 | 0 | 0 |
| met3 | 0 | 11 |
| met2 | 1.69 | 143 |
| met1 | 1.88 | 190 |
-- logic make-up after synthesis --
| group | after synthesis | share of synthesized area [%] |
|---|---|---|
| simple gates | 4 | 14.2 |
| flops | 7 | 74.3 |
| buf+inv | 7 | 11.5 |
-- critical path: cells and delay by family, from the launching register on --
kind                   cells  cell delay [ns]
DFF                        1             0.39
buffers and inverters      1             0.10
and+or+nand+nor            1             0.18
-- cell type report --
class	count	area [um^2]	share of cell area [%]
Inverter	7	26.3	7.53
Sequential cell	7	170	48.7
Tap cell	46	57.6	16.5
Timing Repair Buffer	8	62.6	17.9
Multi-Input combinational cell	4	32.5	9.32
Power figures rest on the tool's default switching activity, not on a simulated workload.
